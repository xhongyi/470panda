$ cat flow/config.mk
export PLATFORM = sky130hd
export DESIGN_NAME = prien
export DESIGN_NICKNAME = prien
export VERILOG_FILES = /design/flow/design.v
export SDC_FILE = /design/flow/constraint.sdc
export NUM_CORES = 4
export LEC_CHECK = 1
export CORE_AREA = 10 10 70 70
export DIE_AREA = 0 0 80 80
$ cat flow/constraint.sdc
current_design prien

set clk_period 3.6
set clk_io_pct 0.2

create_clock -name clk0 -period $clk_period

set non_clock_inputs [all_inputs -no_clocks]
set_input_delay [expr $clk_period * $clk_io_pct] -clock clk0 $non_clock_inputs
set_output_delay [expr $clk_period * $clk_io_pct] -clock clk0 [all_outputs]
$ cat flow/design.v
module prien_2(
				decode,
				encode_high,
				encode_low,
				valid);
input		[1:0]	decode;
output				encode_high;
output				encode_low;
output				valid;
assign valid = decode[1] | decode[0];
assign encode_high = decode[1];
assign encode_low = ~decode[0];
endmodule
module prien_4(
				decode,
				encode_high,
				encode_low,
				valid);
input		[3:0]	decode;
output	[1:0]	encode_high;
output	[1:0]	encode_low;
output				valid;
wire 		[1:0]	sub_valid;
wire		[1:0]	sub_encode_high;
wire		[1:0]	sub_encode_low;
prien_2 sub_prien [1:0] (.decode(decode),
				.encode_high(sub_encode_high),
				.encode_low(sub_encode_low),
				.valid(sub_valid));
assign	encode_high[1] = sub_valid[1];
assign	encode_high[0] = (sub_valid[1]) ? sub_encode_high[1] :
												 (sub_valid[0]) ? sub_encode_high[0] : 1'b0;
assign	encode_low[1] = ~sub_valid[0]  & sub_valid[1];
assign	encode_low[0] = (sub_valid[0]) ? sub_encode_low[0] :
												(sub_valid[1]) ? sub_encode_low[1] : 1'b0;
assign	valid = sub_valid[1] | sub_valid[0];
endmodule
module prien_8(
				decode,
				encode_high,
				encode_low,
				valid);
input		[7:0]	decode;
output	[2:0]	encode_high;
output	[2:0]	encode_low;
output				valid;
wire		[1:0]	sub_valid;
wire		[3:0]	sub_encode_high;
wire		[3:0]	sub_encode_low;
prien_4 sub_prien [1:0] (.decode(decode),
				.encode_high(sub_encode_high), 
				.encode_low(sub_encode_low),
				.valid(sub_valid));
assign encode_high[2] = sub_valid[1];
assign encode_high[1:0] = (sub_valid[1]) ? sub_encode_high[3:2] :
													(sub_valid[0]) ? sub_encode_high[1:0]	: 2'b0;
assign encode_low[2] = ~sub_valid[0] & sub_valid[1];
assign encode_low[1:0] = (sub_valid[0]) ? sub_encode_low[1:0] :
												 (sub_valid[1]) ? sub_encode_low[3:2] : 2'b00;
assign valid = sub_valid[1] | sub_valid[0];
endmodule
module prien_16(
				decode,
				encode_high,
				encode_low,
				valid);
input		[15:0]	decode;
output	[3:0]	encode_high;
output	[3:0]	encode_low;
output				valid;
wire		[1:0]	sub_valid;
wire		[5:0]	sub_encode_high;
wire		[5:0]	sub_encode_low;
prien_8 sub_prien [1:0] (.decode(decode),
				.encode_high(sub_encode_high), 
				.encode_low(sub_encode_low),
				.valid(sub_valid));
assign encode_high[3] = sub_valid[1];
assign encode_high[2:0] = (sub_valid[1]) ? sub_encode_high[5:3] :
													(sub_valid[0]) ? sub_encode_high[2:0]	: 3'b0;
assign encode_low[3] = ~sub_valid[0] & sub_valid[1];
assign encode_low[2:0] = (sub_valid[0]) ? sub_encode_low[2:0] :
												 (sub_valid[1]) ? sub_encode_low[5:3] : 3'b0;
assign valid = sub_valid[1] | sub_valid[0];
endmodule
module prien(
				decode,
				encode_high,
				encode_low,
				valid);
input		[31:0]	decode;
output	[4:0]	encode_high;
output	[4:0]	encode_low;
output				valid;
wire		[1:0]	sub_valid;
wire		[7:0]	sub_encode_high;
wire		[7:0]	sub_encode_low;
prien_16 sub_prien [1:0] (.decode(decode),
				.encode_high(sub_encode_high), 
				.encode_low(sub_encode_low),
				.valid(sub_valid));
assign encode_high[4] = sub_valid[1];
assign encode_high[3:0] = (sub_valid[1]) ? sub_encode_high[7:4] :
													(sub_valid[0]) ? sub_encode_high[3:0]	: 4'b0;
assign encode_low[4] = ~sub_valid[0] & sub_valid[1];
assign encode_low[3:0] = (sub_valid[0]) ? sub_encode_low[3:0] :
												 (sub_valid[1]) ? sub_encode_low[7:4] : 4'b0;
assign valid = sub_valid[1] | sub_valid[0];
endmodule
$ cat flow/run.sh
#!/bin/bash
# OpenROAD 26Q1-2900-gdf79404cd8, Yosys 0.63+post, stock flow scripts
make -C /OpenROAD-flow-scripts/flow DESIGN_CONFIG=/design/flow/config.mk WORK_HOME=/design/flow/orfs finish
==> impl_metrics.csv <==
group,metric,value,unit
worst_setup_path,crit_required,2.88,ns
place,place_inst,212,
final_timing,maxSlewViolCount,0,
cells_and_area,seqCellArea,0,um2
final_timing,final_hold_viol_count,0,
grt,grt_first_pass_wirelength,4340,um
worst_setup_path,endpoint_kind,"primary output",
place,place_ws,-0.08887,ns
final_timing,max_freq,0.2861,GHz
final_timing,rsz0062_at_grt,"false",
route,first_iter_violations,58,
cells_and_area,clockBufferCount,0,
synthesis,netlist.area_leader.share,13.33,%
synthesis,top_cells_by_area,"a21oi_1 13%, o31ai_1 9.3%, inv_1 7.3%",
grt,use_met2,14.69,%
final_timing,min_period_over_period,97.08,%
route,ant_nets,0,
synthesis,syn_inst,94,
floorplan,chipArea,6400,um2
place,hpwl,2431,um
grt,use_met1,9.954,%
route,diodes,0,
cells_and_area,finish.utilization,38.50,%
worst_setup_path,arrival,2.77,ns
grt,grt_pass1_vias,977,
cells_and_area,logic_area,540.5,um2
cells_and_area,syn_to_final_growth,133.6,%
job,maxCapViolCount,0,
place,io_buffers,43,
job,warnings,33,
power,p_leak,0.5435,nW
floorplan,core_area,3416,um2
floorplan,die_x,80,um
synthesis,netlist_area,563.0,um2
synthesis,yosysUniqueCellTypes,30,
cells_and_area,drive_above_1_share,25.75,%
final_timing,relSlewSlack,77.41,%
grt,busiest_layer,"met2",
floorplan,fp-utilization,16.48,%
final_timing,max_slew.worst_pin.slew,0.3358,ns
synthesis,yosysWarnings,0,
synthesis,yosysSeqAreaShare,0,%
grt,track_usage,8.035,%
synthesis,common_cells,"15 x a21oi_1, 11 x inv_1, 11 x nor2_1, 7 x o31ai_1",
synthesis,yosys_cells,94,
synthesis,yosysMostFrequentCell,"a21oi_1",
outcome,status,"completed",
cells_and_area,ff_count,0,
route,wirelength,2695,um
synthesis,yosys-stat-area,563.0,um2
power,total_power,105.4,uW
synthesis,top_area_cell,"a21oi_1",
place,place_congestion,0.9323,
power,ir_drop,0.00002797,V
hold_path,worstHoldPathType,"primary input to primary output",
worst_setup_path,worst-path-max-fanout,5,
cells_and_area,fillerInstances,367,
final_timing,final.setup.worst_slack,0.1051,ns
worst_setup_path,critPathKind,"primary input to primary output",
floorplan,die_height,80,um
floorplan,rows,21,
floorplan,ios,43,
worst_setup_path,startpoint_type,"primary input",
final_timing,hold_slack,1.959,ns
route,avgRoutedWirePerCell,12.65,um
route,route.detailed.drc,0,
cells_and_area,stdcell_count,213,
route,vias_per_cell,4.587,
route,drtPass1Iterations,5,
grt,antenna_found_initial,0,
power,powerDensity,80.14,nW/um2
final_timing,period_minus_slack,3.495,ns
grt,overflow,0,
route,vias,977,
grt,grtUsageMet3,1.591,%
synthesis,syn_avg_cell_area,5.990,um2
grt,grt_max_degree,7,
final_timing,finalSetupViolations,0,
cts,cts_hold_buf,0,
[power breakdown]
part           total, mW  internal, mW  leakage [nW]  switching [mW]
clock                  0             0             0               0
sequential             0             0             0               0
combinational      0.105        0.0633         0.544          0.0420
total              0.105        0.0633         0.544          0.0420
[critical path: stages]
cell             delay [ns]
clkdlybuf4s50_1        0.42
or4_4                  0.57
nor4_4                 0.25
buf_4                  0.18
nor2_2                 0.05
a31o_1                 0.18
clkdlybuf4s50_1        0.41
[worst paths after layout]
path	startpoint	end	slack, ns	cells past startpoint
max	decode[27]	encode_low[1]	0.11	7
min	decode[26]	encode_high[1]	1.96	5
[kinds of logic (layout without fill, tap and decap cells)]
kind of cell	Yosys count	after routing	share of synthesized area (%)
buffers and inverters	13	86	9.333
AND-OR/OR-AND	45	45	52.89
AND/OR/NAND/NOR	36	36	37.78
[timing repair]
| item | 4_1_cts | 5_1_grt |
|---|---|---|
| pin swaps | 7 | 4 |
| cloned | 0 | 0 |
| setup endpoints to repair | 5 | 7 |
| gates resized | 9 | 10 |
| buffers inserted | 1 | 1 |
[metrics by stage]
step | setup TNS (ns) | cell area [um2]
after floorplan | 0 | 563.0
after global placement | -0.1556 | 1269
after detailed placement | -0.1863 | 1269
after CTS | -0.04618 | 1287
after global routing | 0 | 1315
final | 0 | 1315
[area by class of cell]
type	count	share of cell area, %
Timing Repair Buffer	74	51.09
Multi-Input combinational cell	81	41.10
Tap cell	46	4.377
Inverter	12	3.425
[layout by cell type (no fill, tap or decap), drive strengths merged, types with 4 or more instances in the layout]
cell type       n
dlymetal6s2s    5
or4             4
buf            31
o31ai           7
a21oi          15
nor4            6
nor2           12
nor3            6
o21ai           8
clkdlybuf4s50  35
inv            12
[layer usage]
| layer | wire, um | vias up |
|---|---|---|
| met5 | 0 | - |
| met4 | 0 | 0 |
| met3 | 114 | 0 |
| met2 | 1360 | 16 |
| met1 | 1221 | 439 |
| li1 | - | 522 |
No activity file was given, so power comes from the tool's default toggle rates.
